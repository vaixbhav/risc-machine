[flow/constraint.sdc]
current_design mux_3to1

set clk_period 1.0
set clk_io_pct 0.2

create_clock -name clk0 -period $clk_period

set non_clock_inputs [all_inputs -no_clocks]
set_input_delay [expr $clk_period * $clk_io_pct] -clock clk0 $non_clock_inputs
set_output_delay [expr $clk_period * $clk_io_pct] -clock clk0 [all_outputs]
[flow/design.v]
module mux_3to1(
    input [1:0]sel,
    input [15:0] A,
    input [15:0] B,
    input [15:0] C,
    output reg [15:0] out
);
    always_comb begin
        out = sel[0] ? (sel[1] ? C : B) : A;
    end
endmodule
[flow/config.mk]
export PLATFORM = sky130hd
export DESIGN_NAME = mux_3to1
export DESIGN_NICKNAME = mux_3to1
export VERILOG_FILES = /design/flow/design.v
export SDC_FILE = /design/flow/constraint.sdc
export NUM_CORES = 4
export LEC_CHECK = 1
export CORE_AREA = 10 10 70 70
export DIE_AREA = 0 0 80 80
[flow/run.sh]
#!/bin/bash
# OpenROAD 26Q1-2900-gdf79404cd8, Yosys 0.63+post, stock flow scripts
make -C /OpenROAD-flow-scripts/flow DESIGN_CONFIG=/design/flow/config.mk WORK_HOME=/design/flow/orfs finish
==> CHANGELOG.md <==
## Implementation

* Met1 WL at roughly 1 mm
* Pre-Place Util at 10.11%
* Global Route Usage Sum at around 6.9%
* Top Layer Used: met3
* Cell Pwr Density at 353.2 mW/mm2
* Final setup fails at 8
* Drt wl/cell at 14.66 um
* Clkbuf count at 0
* Final Max Slew Viols at 0
* Post-layout minimum cycle time at 1019 ps
* Yosys Chip Area at approximately 350 um2
* Core ar. at 0.003416 mm2
* Synth cell types at 7
* Layout cells sized above 1 at 20.34%
* Setup TNS Final at -75.97 ps
* Measured slew at the worst slew-check pin at between 150 and 200 ps
* Core Rows at 21
* Global placer's final weighted congestion at roughly 0.76
* Vias per cell at 3.762
* Cells after synthesis at 53
* Status: finished, violations left
* Max Freq at slightly below 1000 MHz
* First-pass GRT wire length at approximately 3.6 mm
* Port Buffer Count at 66
* Max-area cell share at between 40 and 50%
* Largest net degree at the start of global routing at 17
* Final worst slack at -19.05 ps
* Critical Path Sink: out[3]
* Area grow syn2layout at 184.8%
* Total length of routed met3 wires at between 150 and 200 um
* DP HPWL at 1.832 mm
* Maximum VDD drop at ~83 uV
* Antenna-violating nets left at 0
* ANT cells at 0
* Maxcap violations at 0
* TritonRoute pass-1 iters at 2
* Initial DRC Count at 7
* Startpoint Class: input pin
* Die height at approximately 80 um
* Chip area at 0.006400 mm2
* Crit-path max FO at 8
* Initial antenna violation count at 0
* Number of remaining DRC errors at 0
* Die X at roughly 80 um
* Flop count at 0
* Synthesized area at 345.3 um2
* Count of tool warnings at 34
* Via count at between 600 and 700
* Flop area at 0 um2
* Total gr overflow at 0
* Yosys Instances at roughly 53
* Hold crit path type: in -> out
* Syn Area/Cell at between 6 and 7 um2
* Slew headroom at around 89%
* Worst EP arrival at 820 ps
* Post-route cell area at 983.4 um2
* CTS Hold Buffers Added at 0
* WS Path Type: in -> out
* Commonest cells in the netlist: a21oi_1 (16), mux2i_1 (16), nor2_1 (16)
* Post-DP Area at 0.001059 mm2
* Final hold violation count at 0
* Failing checks: setup timing
* Post-Route WL at 2.404 mm
* Register area share after synthesis at 0%
* Io pins at 66
* CP endpoint kind: output port
* Synth area leader: mux2i_1
* Vias in the first global route at about 660
* RSZ-0062 raised after global routing: true
* DR WL met2 at approximately 1.2 mm
* WP data required at ~800 ps
* Main area contributors: mux2i_1 (46%), a21oi_1 (23%), nor2_1 (17%)
* Worst Hold Slack at 817.6 ps
* Synth warn at 1
* Post-layout period usage at 101.9%
* CP Launch Point: sel[1]
* P_leak at about 0.52 nW
-- cell families (layout without fill, tap and decap cells) --
kind of cell / after synthesis / after routing / synth area share (%)
buf+inv: 5 / 70 / 13.04
mux: 16 / 16 / 46.38
simple gates: 16 / 16 / 17.39
compound gates: 16 / 16 / 23.19
-- per-stage QoR --
stage          setup slack (ps)  util (%)  cells  power (mW)
2_1_floorplan             121.5         -     53      0.1113
3_3_place_gp             -825.2     30.99    162      0.4321
3_5_place_dp             -846.0     30.99    162      0.4365
4_1_cts                  -36.92     28.79    164      0.3578
5_1_grt                  -95.68     28.79    164      0.3863
6_report                 -19.05     28.79    164      0.3474
-- worst min path at each step --
stage	from	end	cells past startpoint
CTS	A[12]	out[12]	4
global route	A[1]	out[1]	4
finish	A[4]	out[4]	4
-- placed cells by master, fill, tap and decap left out, drive strengths merged --
cell / instances
nor2: 16
buf: 22
mux2i: 16
dlygate4sd2: 48
a21oi: 16
-- critical path: stages --
cell     delay (ps)
buf_8            90
buf_12          130
mux2i_1         200
a21oi_1          80
buf_2           120
-- cell type report --
class / count / area [um2]
multi-input cells: 48 / 307.8
repair buffers: 70 / 618.1
well taps: 46 / 57.56
fillers: 392 / 2432
-- power breakdown --
part	switching [mW]	leakage [nW]	total (mW)	internal, mW
clock	0	0	0	0
sequential	0	0	0	0
combinational	0.118	0.517	0.347	0.230
-- metal layers --
layer	vias up	global-route usage [%]
met4	0	0
met2	26	12.76
met5	-	0
met1	271	8.504
met3	0	1.477
li1	320	-
-- timing repair --
action                                  in CTS  in global routing
pin swaps                                   22                  2
setup buffers                                0                  0
resized                                    114                  0
endpoints found under the setup margin      16                 16
cloned                                       2                  0
Power is estimated from default activity; no workload was simulated.
